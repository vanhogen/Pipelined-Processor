===== design/flow/config.mk =====
export PLATFORM = sky130hd
export DESIGN_NAME = regEXMEM
export DESIGN_NICKNAME = regEXMEM
export VERILOG_FILES = /design/flow/design.v
export SDC_FILE = /design/flow/constraint.sdc
export NUM_CORES = 4
export LEC_CHECK = 1
export CORE_AREA = 10 10 189 189
export DIE_AREA = 0 0 199 199

===== design/flow/constraint.sdc =====
current_design regEXMEM

set clk_period 1.0
set clk_io_pct 0.2

create_clock -name clk0 -period $clk_period [get_ports {clk}]

set non_clock_inputs [all_inputs -no_clocks]
set_input_delay [expr $clk_period * $clk_io_pct] -clock clk0 $non_clock_inputs
set_output_delay [expr $clk_period * $clk_io_pct] -clock clk0 [all_outputs]

===== design/flow/design.v =====
module dff (q, d, clk, rst);
    output         q;
    input          d;
    input          clk;
    input          rst;
    reg            state;
    assign #(1) q = state;
    always @(posedge clk) begin
      state = rst? 0 : d;
    end
endmodule
module dff_16bit(inA, clk, rst, Out);
    input [15:0] inA;
    input clk, rst;
    output [15:0] Out;
    dff bit0(
        .q      (Out[0]), 
        .d      (inA[0]), 
        .clk    (clk), 
        .rst    (rst)
    );
    dff bit1(
        .q      (Out[1]), 
        .d      (inA[1]), 
        .clk    (clk), 
        .rst    (rst)
    );
    dff bit2(
        .q      (Out[2]), 
        .d      (inA[2]), 
        .clk    (clk), 
        .rst    (rst)
    );
    dff bit3(
        .q      (Out[3]), 
        .d      (inA[3]), 
        .clk    (clk), 
        .rst    (rst)
    );
    dff bit4(
        .q      (Out[4]), 
        .d      (inA[4]), 
        .clk    (clk), 
        .rst    (rst)
    );
    dff bit5(
        .q      (Out[5]), 
        .d      (inA[5]), 
        .clk    (clk), 
        .rst    (rst)
    );
    dff bit6(
        .q      (Out[6]), 
        .d      (inA[6]), 
        .clk    (clk), 
        .rst    (rst)
    );
    dff bit7(
        .q      (Out[7]), 
        .d      (inA[7]), 
        .clk    (clk), 
        .rst    (rst)
    );
    dff bit8(
        .q      (Out[8]), 
        .d      (inA[8]), 
        .clk    (clk), 
        .rst    (rst)
    );
    dff bit9(
        .q      (Out[9]), 
        .d      (inA[9]), 
        .clk    (clk), 
        .rst    (rst)
    );
    dff bit10(
        .q      (Out[10]), 
        .d      (inA[10]), 
        .clk    (clk), 
        .rst    (rst)
    );
    dff bit11(
        .q      (Out[11]), 
        .d      (inA[11]), 
        .clk    (clk), 
        .rst    (rst)
    );
    dff bit12(
        .q      (Out[12]), 
        .d      (inA[12]), 
        .clk    (clk), 
        .rst    (rst)
    );
    dff bit13(
        .q      (Out[13]), 
        .d      (inA[13]), 
        .clk    (clk), 
        .rst    (rst)
    );
    dff bit14(
        .q      (Out[14]), 
        .d      (inA[14]), 
        .clk    (clk), 
        .rst    (rst)
    );
    dff bit15(
        .q      (Out[15]), 
        .d      (inA[15]), 
        .clk    (clk), 
        .rst    (rst)
    );
endmodule
module dff_2bit(inA, clk, rst, Out);
    input [1:0] inA;
    input clk, rst;
    output [1:0] Out;
    dff bit0(
        .q      (Out[0]), 
        .d      (inA[0]), 
        .clk    (clk), 
        .rst    (rst)
    );
    dff bit1(
        .q      (Out[1]), 
        .d      (inA[1]), 
        .clk    (clk), 
        .rst    (rst)
    );
endmodule
module dff_3bit(inA, clk, rst, Out);
    input [2:0] inA;
    input clk, rst;
    output [2:0] Out;
    dff bit0(
        .q      (Out[0]), 
        .d      (inA[0]), 
        .clk    (clk), 
        .rst    (rst)
    );
    dff bit1(
        .q      (Out[1]), 
        .d      (inA[1]), 
        .clk    (clk), 
        .rst    (rst)
    );
    dff bit2(
        .q      (Out[2]), 
        .d      (inA[2]), 
        .clk    (clk), 
        .rst    (rst)
    );
endmodule
module regEXMEM (
    RegWrite, Jump, MemEN, MemWrite, MemRead, ALUOut, Halt, BranchFlagger, pcctrl, InstFormat, RegWriteData, PCCurr, PCInc, Inst, ReadReg2, Extension, regWriteAddr, fromReverser, aluFlagOrOut, aluOut, jumpCalculation, BranchTaken, clk, rst,
RegWriteOut, JumpOut, MemENOut, MemWriteOut, MemReadOut, ALUOutOut, HaltOut, BranchFlaggerOut, pcctrlOut, InstFormatOut, RegWriteDataOut, PCCurrOut, PCIncOut, InstOut, ReadReg2Out, ExtensionOut, regWriteAddrOut, fromReverserOut, aluFlagOrOutOut, aluOutOut, jumpCalculationOut, BranchTakenOut
    );
    input RegWrite, Jump, MemEN, MemWrite, MemRead, ALUOut, Halt, BranchFlagger;
    input [1:0] pcctrl;
    input [1:0] InstFormat;
    input [1:0] RegWriteData;
    input [15:0] PCCurr;
    input [15:0] PCInc;
    input [15:0] Inst;
    input BranchTaken;
    input [2:0] regWriteAddr;
    input [15:0] ReadReg2;
    input [15:0] Extension;
    input [15:0] fromReverser;
    input [15:0] aluFlagOrOut;
    input [15:0] aluOut;
    input [15:0] jumpCalculation;
    input clk, rst;
    output RegWriteOut, JumpOut, MemENOut, MemWriteOut, MemReadOut, ALUOutOut, HaltOut, BranchFlaggerOut;
    output [1:0] pcctrlOut;
    output [1:0] InstFormatOut;
    output [1:0] RegWriteDataOut;
    output [15:0] PCCurrOut;
    output [15:0] PCIncOut;
    output [15:0] InstOut;
    output BranchTakenOut;
    output [2:0] regWriteAddrOut;
    output [15:0] ReadReg2Out;
    output [15:0] ExtensionOut;
    output [15:0] fromReverserOut;
    output [15:0] aluFlagOrOutOut;
    output [15:0] aluOutOut;
    output [15:0] jumpCalculationOut;
    dff RegWriteStore(
        .q          (RegWriteOut),
        .d          (RegWrite),
        .clk        (clk),
        .rst        (rst)
    );
    dff JumpStore(
        .q          (JumpOut), 
        .d          (Jump), 
        .clk        (clk), 
        .rst        (rst)
    );
    dff MemENStore(
        .q          (MemENOut), 
        .d          (MemEN), 
        .clk        (clk), 
        .rst        (rst)
    );
    dff MemWriteStore(
        .q          (MemWriteOut), 
        .d          (MemWrite), 
        .clk        (clk), 
        .rst        (rst)
    );
    dff MemReadStore(
        .q          (MemReadOut), 
        .d          (MemRead), 
        .clk        (clk), 
        .rst        (rst)
    );
    dff ALUOutStore(
        .q          (ALUOutOut), 
        .d          (ALUOut), 
        .clk        (clk), 
        .rst        (rst)
    );
    dff HaltStore(
        .q          (HaltOut), 
        .d          (Halt), 
        .clk        (clk), 
        .rst        (rst)
    );
    dff BranchFlaggerStore(
        .q          (BranchFlaggerOut), 
        .d          (BranchFlagger), 
        .clk        (clk), 
        .rst        (rst)
    );
    dff_2bit pcctrlStore(
        .inA        (pcctrl), 
        .clk        (clk), 
        .rst        (rst),
        .Out        (pcctrlOut)
    );
    dff_2bit InstFormatStore(
        .inA        (InstFormat), 
        .clk        (clk), 
        .rst        (rst),
        .Out        (InstFormatOut)
    );
    dff_2bit RegWriteDataStore(
        .inA        (RegWriteData), 
        .clk        (clk), 
        .rst        (rst),
        .Out        (RegWriteDataOut)
    );
    dff_16bit ReadReg2Store(
        .inA        (ReadReg2), 
        .clk        (clk), 
        .rst        (rst),
        .Out        (ReadReg2Out)
    );
    dff_16bit ExtensionStore(
        .inA        (Extension), 
        .clk        (clk), 
        .rst        (rst),
        .Out        (ExtensionOut)
    );
    dff_3bit regWriteAddrStore(
        .inA        (regWriteAddr),
        .clk        (clk),
        .rst        (rst),
        .Out        (regWriteAddrOut)
    );
    dff_16bit PCCurrStore(
        .inA        (PCCurr), 
        .clk        (clk), 
        .rst        (rst), 
        .Out        (PCCurrOut)
    );
    dff_16bit PCIncStore(
        .inA        (PCInc), 
        .clk        (clk), 
        .rst        (rst), 
        .Out        (PCIncOut)
    );
    dff_16bit InstStore(
        .inA        (Inst), 
        .clk        (clk), 
        .rst        (rst), 
        .Out        (InstOut)
    );
    dff_16bit fromReverserStore(
        .inA        (fromReverser), 
        .clk        (clk), 
        .rst        (rst), 
        .Out        (fromReverserOut)
    );
    dff_16bit aluFlagOrOutStore(
        .inA        (aluFlagOrOut), 
        .clk        (clk), 
        .rst        (rst), 
        .Out        (aluFlagOrOutOut)
    );
    dff_16bit aluOutStore(
        .inA        (aluOut), 
        .clk        (clk), 
        .rst        (rst), 
        .Out        (aluOutOut)
    );
    dff_16bit jumpCalculationStore(
        .inA        (jumpCalculation), 
        .clk        (clk), 
        .rst        (rst), 
        .Out        (jumpCalculationOut)
    );
    dff BranchTakenStore(
        .q          (BranchTakenOut), 
        .d          (BranchTaken), 
        .clk        (clk), 
        .rst        (rst)
    );
endmodule

===== design/flow/run.sh =====
#!/bin/bash
# OpenROAD 26Q1-2900-gdf79404cd8, Yosys 0.63+post, stock flow scripts
make -C /OpenROAD-flow-scripts/flow DESIGN_CONFIG=/design/flow/config.mk WORK_HOME=/design/flow/orfs finish

==> notes.md <==
impl run done, here's what came out: run status finished, violations left, failing checks setup timing, final setup violation count 162, Top cell excl fill/tap sky130_fd_sc_hd__clkdlybuf4s50_1, filler instances 3312, Top-area cell share 54.1%, top area cells in the synthesized netlist sky130_fd_sc_hd__dfxtp_1, sky130_fd_sc_hd__buf_4, sky130_fd_sc_hd__nor2b_1, number of cells produced by synthesis 495, global-route wire length before repair 23700 um, area occupied by registers 0.00328 sq mm, Vias 3477, Clock Root Buffer sky130_fd_sc_hd__clkbuf_16, via/cell ratio 3.15, total global routing overflow 0, Crit path arrival time 0.90 ns, area of the die 0.0396 sq mm, Post-Route WL 16400 um, ys flops 162, Critical Path End Type output port, Post-Syn Area per Cell 12.1 sq um, category of the critical setup timing path reg2out, largest net degree at the start of global routing 24, cell count of the worst hold path 3, worst-case setup margin in the final layout -0.0961 ns, leading area contributor after synthesis sky130_fd_sc_hd__dfxtp_1, chip area line of the yosys report 0.00599 sq mm, final clock period utilization by the worst path 110%, Crit path required time 0.80 ns, fmax 912 MHz, wire length per cell after detailed routing 14.8 um, cell leakage power 3.75 nW, maximum level of the CTS H-tree 4, weighted congestion at the end of routability-driven global placement 0.767, # IOs 326, kind of start point of the critical path flop, post-detailed-route count of antenna-violating nets 0, total count of hold-check failures in the final report 0, number of design rule violations left after detail routing 0, Critical Path Stages 1, WHS 0.155 ns, clock transition at the registers of the reported paths 0.06 ns, overall die width 199 um, final instance count without filler cells 1105, tally of unique sky130hd cells used after synthesis 8, actual slew at the worst max-slew pin 0.207 ns, number of buffers created by CTS 17, synthesized cell area 0.00599 sq mm, longest individual stage delay on the worst path 0.36 ns, fraction of layout cells with a size suffix above 1 44.7%, max capacitance violation total 0, total global routing track utilization 8.02%, Top Family by Delay on Critical Path flip-flops, core utilization at floorplan 19.0%, number of antenna violations at the first check in global routing 1, number of sinks on the clock net 162, placed wire-length estimate 13000 um, iteration tally of the first detailed-router pass 3, CP cell instances buf_6, signed area change from the synthesized netlist to the final layout 41.3%, sequential-to-total area share from yosys stat 54.1%, VDD IR-drop max 1.03 mV, area post-placement 0.00862 sq mm, combinational gate area 0.00138 sq mm, worst slew margin relative to its limit 86.2%, number of pins with negative max-slew slack in the final report 0, height of the chip 199 um, minimum clock period after layout 1.10 ns, Tot Pwr 14.9 mW, CP max stage cell sky130_fd_sc_hd__dfxtp_4, cell row count 65, unrepaired setup endpoints after global routing yes, hold_sp rst, Starting DRT DRC Count 22, area of the core region 0.0316 sq mm, number of port buffers 325, type of the tightest min-delay check in2reg, total placed cells including tap cells 1070, number of buffer and inverter instances along the worst setup path 1, TritonCTS clock tree done, worst-case clock buffer depth 2, most numerous logic cells after layout sky130_fd_sc_hd__clkdlybuf4s50_1, sky130_fd_sc_hd__buf_2, sky130_fd_sc_hd__dfxtp_1, number of global-route vias before repair 3804, biggest fanout along the worst timing path 1, power per cell area 1750 mW/mm^2, cells in synth_stat.txt 495, number of warnings the tools reported 27, Design Area, Final 0.00847 sq mm, capture endpoint of the worst hold path fromReverserStore.bit2.state, total of warnings raised by yosys 1
synth_stat cells:
library cell	count
sky130_fd_sc_hd__nor2b_2	47
sky130_fd_sc_hd__buf_12	8
sky130_fd_sc_hd__nor2b_1	82
sky130_fd_sc_hd__buf_4	153
sky130_fd_sc_hd__buf_2	8
sky130_fd_sc_hd__nor2b_4	33
sky130_fd_sc_hd__buf_6	2
sky130_fd_sc_hd__dfxtp_1	162
layout make-up:
class                      instances  area share (%)
sequential                       162            38.7
timing repair buffer             346            32.3
multi-input combinational        162            16.3
tap                              402            5.94
clock buffer                      24            5.57
clock inverter                     8            1.23
antenna                            1          0.0295
repair_timing:
item,4_1_cts,5_1_grt
setup endpoints to repair,162,162
buffers inserted,0,0
pin swaps,0,0
hold endpoints to repair,3,0
hold buffers,2,0
resized,534,13
how the worst max path moves through the flow:
stage	to	start	slack, ns
finish	fromReverserOut[6]	fromReverserStore.bit6.state	-0.1
CTS	fromReverserOut[6]	fromReverserStore.bit6.state	-0.14
global route	ReadReg2Out[8]	ReadReg2Store.bit8.state	-0.14
stage by stage:
step / TNS, ns / utilization (%) / worst slack, ns
6_report: -4.97 / 26.8 / -0.0961
5_1_grt: -14.28 / 26.8 / -0.144
4_1_cts: -12.29 / 26.7 / -0.143
3_5_place_dp: -0.380 / 27.3 / -0.132
3_3_place_gp: -0.416 / 27.3 / -0.136
2_1_floorplan: 0 / - / 0.225
metal layers:
| metal | routed length [um] | GRT usage, % | part of all wire, % | vias to the layer above |
|---|---|---|---|---|
| met4 | 252 | 1.22 | 1.5 | 0 |
| met1 | 6100 | 8.66 | 37 | 1515 |
| met3 | 2790 | 5.93 | 17 | 13 |
| li1 | - | - | - | 1717 |
| met2 | 7200 | 12.6 | 44 | 232 |
| met5 | 0 | 0 | 0 | - |
power by group:
part,leakage (nW),switching [mW],internal (mW)
sequential,1.36,0.0756,6.81
clock,0.267,2.62,3.81
combinational,2.12,0.427,1.12
total,3.75,3.12,11.7
cell families (layout without fill, tap and decap cells):
group	count (synthesis)	count (layout)	synth area share, %
buffers and inverters	171	378	22.9
DFF	162	162	54.1
other	0	1	0
and+or+nand+nor	162	162	23.0
worst min-delay path: cells and delay by family:
family | cells | cell delay, ns
buf+inv | 2 | 0.29
simple gates | 1 | 0.06
Power is estimated from default activity; no workload was simulated.
