===== ./config.mk =====
export PLATFORM = sky130hd
export DESIGN_NAME = rf
export DESIGN_NICKNAME = rf
export VERILOG_FILES = /design/flow/design.v
export SDC_FILE = /design/flow/constraint.sdc
export NUM_CORES = 4
export LEC_CHECK = 1
export CORE_UTILIZATION = 50

===== ./constraint.sdc =====
current_design rf

set clk_period 4.2
set clk_io_pct 0.2

create_clock -name clk0 -period $clk_period [get_ports {clk}]

set non_clock_inputs [all_inputs -no_clocks]
set_input_delay [expr $clk_period * $clk_io_pct] -clock clk0 $non_clock_inputs
set_output_delay [expr $clk_period * $clk_io_pct] -clock clk0 [all_outputs]

===== ./design.v =====
module and2(inA, inB, Out);
    input inA;
    input inB;
    output Out;
    assign Out = inA & inB;
endmodule
module and4(InA, InB, InC, InD, Out);
    input InA, InB, InC, InD;
    output Out;
    wire w0, w1;
    and2 and0(
    .inA    (InA), 
    .inB    (InB),
    .Out    (w0)
    );
    and2 and1(
    .inA    (InC),
    .inB    (InD),
    .Out    (w1)
    );
    and2 and2(
    .inA    (w0),
    .inB    (w1),
    .Out    (Out)
    );
endmodule
module decoder (Addr, We, Out);
    input [2:0] Addr;
    input We;
    output [7:0] Out;
    wire notA0, notA1, notA2;
    not1 not0(
    .in1   (Addr[0]),
    .out    (notA0)
    );
    not1 not1(
    .in1   (Addr[1]), 
    .out    (notA1)
    );
    not1 not2(
    .in1   (Addr[2]), 
    .out    (notA2)
    );
    and4 Out0(
    .InA    (notA2),
    .InB    (notA1),
    .InC    (notA0),
    .InD    (We),
    .Out    (Out[0])
    );
    and4 Out1(
    .InA    (notA2),
    .InB    (notA1),
    .InC    (Addr[0]),
    .InD    (We),
    .Out    (Out[1])
    );
    and4 Out2(
    .InA    (notA2),
    .InB    (Addr[1]),
    .InC    (notA0),
    .InD    (We),
    .Out    (Out[2])
    );
    and4 Out3(
    .InA    (notA2),
    .InB    (Addr[1]),
    .InC    (Addr[0]),
    .InD    (We),
    .Out    (Out[3])
    );
    and4 Out4(
    .InA    (Addr[2]),
    .InB    (notA1),
    .InC    (notA0),
    .InD    (We),
    .Out    (Out[4])
    );
    and4 Out5(
    .InA    (Addr[2]),
    .InB    (notA1),
    .InC    (Addr[0]),
    .InD    (We),
    .Out    (Out[5])
    );
    and4 Out6(
    .InA    (Addr[2]),
    .InB    (Addr[1]),
    .InC    (notA0),
    .InD    (We),
    .Out    (Out[6])
    );
    and4 Out7(
    .InA    (Addr[2]),
    .InB    (Addr[1]),
    .InC    (Addr[0]),
    .InD    (We),
    .Out    (Out[7])
    );
endmodule
module dff (q, d, clk, rst);
    output         q;
    input          d;
    input          clk;
    input          rst;
    reg            state;
    assign #(1) q = state;
    always @(posedge clk) begin
      state = rst? 0 : d;
    end
endmodule
module multiplexer_2to1 (inA, inB, S, Out);
	input inA, inB, S;
    output Out;
	wire notS;
	wire nandBS;
	wire nandAnotS;
	not1 notSFunc(.in1(S), .out(notS));
	nand2 nandBSFunc(.in1(S), .in2(inB), .out(nandBS));
	nand2 nandAnotSFunc(.in1(notS), .in2(inA), .out(nandAnotS));
	nand2 out(.in1(nandBS), .in2(nandAnotS), .out(Out)); 
endmodule
module multiplexer_4to1 (InA, InB, InC, InD, S, Out);
	input InA, InB, InC, InD;
	input [1:0] S;
	output Out;
	wire x;
	wire y;
	multiplexer_2to1 muxAB(.inA(InA), .inB(InB), .S(S[0]), .Out(x));
	multiplexer_2to1 muxCD(.inA(InC), .inB(InD), .S(S[0]), .Out(y));
	multiplexer_2to1 out(.inA(x), .inB(y), .S(S[1]), .Out(Out));
endmodule
module multiplexer_8to1 (Reg0, Reg1, Reg2, Reg3, Reg4, Reg5, Reg6, Reg7, S, Out);
	input Reg0, Reg1, Reg2, Reg3, Reg4, Reg5, Reg6, Reg7;
	input [2:0] S;
	output Out;
	wire x, y;
	multiplexer_4to1 mux1(
	.InA    (Reg0), 
	.InB    (Reg1),
	.InC    (Reg2),
	.InD    (Reg3),
	.S      (S[1:0]),
	.Out    (x)
	);
    multiplexer_4to1 mux2(
	.InA    (Reg4), 
	.InB    (Reg5),
	.InC    (Reg6),
	.InD    (Reg7),
	.S      (S[1:0]),
	.Out    (y)
	);	
	multiplexer_2to1 out(
	.inA(x), 
	.inB(y), 
	.S(S[2]), 
	.Out(Out)
	);
endmodule
module multiplexer_8to1bitwise(w0, w1, w2, w3, w4, w5, w6, w7, S, Out);
    input [15:0] w0, w1, w2, w3, w4, w5, w6, w7;
    input [2:0] S;
    output [15:0] Out;
    multiplexer_8to1 mux1bit0(
    .Reg0    (w0 [0]),
    .Reg1    (w1 [0]),
    .Reg2    (w2 [0]),
    .Reg3    (w3 [0]),
    .Reg4    (w4 [0]),
    .Reg5    (w5 [0]),
    .Reg6    (w6 [0]),
    .Reg7    (w7 [0]),
    .S       (S),
    .Out     (Out[0])
    );
    multiplexer_8to1 mux1bit1(
    .Reg0    (w0 [1]),
    .Reg1    (w1 [1]),
    .Reg2    (w2 [1]),
    .Reg3    (w3 [1]),
    .Reg4    (w4 [1]),
    .Reg5    (w5 [1]),
    .Reg6    (w6 [1]),
    .Reg7    (w7 [1]),
    .S       (S),
    .Out     (Out[1])
    );
    multiplexer_8to1 mux1bit2(
    .Reg0    (w0 [2]),
    .Reg1    (w1 [2]),
    .Reg2    (w2 [2]),
    .Reg3    (w3 [2]),
    .Reg4    (w4 [2]),
    .Reg5    (w5 [2]),
    .Reg6    (w6 [2]),
    .Reg7    (w7 [2]),
    .S       (S),
    .Out     (Out[2])
    );
    multiplexer_8to1 mux1bit3(
    .Reg0    (w0 [3]),
    .Reg1    (w1 [3]),
    .Reg2    (w2 [3]),
    .Reg3    (w3 [3]),
    .Reg4    (w4 [3]),
    .Reg5    (w5 [3]),
    .Reg6    (w6 [3]),
    .Reg7    (w7 [3]),
    .S       (S),
    .Out     (Out[3])
    );
    multiplexer_8to1 mux1bit4(
    .Reg0    (w0 [4]),
    .Reg1    (w1 [4]),
    .Reg2    (w2 [4]),
    .Reg3    (w3 [4]),
    .Reg4    (w4 [4]),
    .Reg5    (w5 [4]),
    .Reg6    (w6 [4]),
    .Reg7    (w7 [4]),
    .S       (S),
    .Out     (Out[4])
    );
    multiplexer_8to1 mux1bit5(
    .Reg0    (w0 [5]),
    .Reg1    (w1 [5]),
    .Reg2    (w2 [5]),
    .Reg3    (w3 [5]),
    .Reg4    (w4 [5]),
    .Reg5    (w5 [5]),
    .Reg6    (w6 [5]),
    .Reg7    (w7 [5]),
    .S       (S),
    .Out     (Out[5])
    );
    multiplexer_8to1 mux1bit6(
    .Reg0    (w0 [6]),
    .Reg1    (w1 [6]),
    .Reg2    (w2 [6]),
    .Reg3    (w3 [6]),
    .Reg4    (w4 [6]),
    .Reg5    (w5 [6]),
    .Reg6    (w6 [6]),
    .Reg7    (w7 [6]),
    .S       (S),
    .Out     (Out[6])
    );
    multiplexer_8to1 mux1bit7(
    .Reg0    (w0 [7]),
    .Reg1    (w1 [7]),
    .Reg2    (w2 [7]),
    .Reg3    (w3 [7]),
    .Reg4    (w4 [7]),
    .Reg5    (w5 [7]),
    .Reg6    (w6 [7]),
    .Reg7    (w7 [7]),
    .S       (S),
    .Out     (Out[7])
    );
    multiplexer_8to1 mux1bit8(
    .Reg0    (w0 [8]),
    .Reg1    (w1 [8]),
    .Reg2    (w2 [8]),
    .Reg3    (w3 [8]),
    .Reg4    (w4 [8]),
    .Reg5    (w5 [8]),
    .Reg6    (w6 [8]),
    .Reg7    (w7 [8]),
    .S       (S),
    .Out     (Out[8])
    );
    multiplexer_8to1 mux1bit9(
    .Reg0    (w0 [9]),
    .Reg1    (w1 [9]),
    .Reg2    (w2 [9]),
    .Reg3    (w3 [9]),
    .Reg4    (w4 [9]),
    .Reg5    (w5 [9]),
    .Reg6    (w6 [9]),
    .Reg7    (w7 [9]),
    .S       (S),
    .Out     (Out[9])
    );
    multiplexer_8to1 mux1bit10(
    .Reg0    (w0 [10]),
    .Reg1    (w1 [10]),
    .Reg2    (w2 [10]),
    .Reg3    (w3 [10]),
    .Reg4    (w4 [10]),
    .Reg5    (w5 [10]),
    .Reg6    (w6 [10]),
    .Reg7    (w7 [10]),
    .S       (S),
    .Out     (Out[10])
    );
    multiplexer_8to1 mux1bit11(
    .Reg0    (w0 [11]),
    .Reg1    (w1 [11]),
    .Reg2    (w2 [11]),
    .Reg3    (w3 [11]),
    .Reg4    (w4 [11]),
    .Reg5    (w5 [11]),
    .Reg6    (w6 [11]),
    .Reg7    (w7 [11]),
    .S       (S),
    .Out     (Out[11])
    );
    multiplexer_8to1 mux1bit12(
    .Reg0    (w0 [12]),
    .Reg1    (w1 [12]),
    .Reg2    (w2 [12]),
    .Reg3    (w3 [12]),
    .Reg4    (w4 [12]),
    .Reg5    (w5 [12]),
    .Reg6    (w6 [12]),
    .Reg7    (w7 [12]),
    .S       (S),
    .Out     (Out[12])
    );
    multiplexer_8to1 mux1bit13(
    .Reg0    (w0 [13]),
    .Reg1    (w1 [13]),
    .Reg2    (w2 [13]),
    .Reg3    (w3 [13]),
    .Reg4    (w4 [13]),
    .Reg5    (w5 [13]),
    .Reg6    (w6 [13]),
    .Reg7    (w7 [13]),
    .S       (S),
    .Out     (Out[13])
    );
    multiplexer_8to1 mux1bit14(
    .Reg0    (w0 [14]),
    .Reg1    (w1 [14]),
    .Reg2    (w2 [14]),
    .Reg3    (w3 [14]),
    .Reg4    (w4 [14]),
    .Reg5    (w5 [14]),
    .Reg6    (w6 [14]),
    .Reg7    (w7 [14]),
    .S       (S),
    .Out     (Out[14])
    );
    multiplexer_8to1 mux1bit15(
    .Reg0    (w0 [15]),
    .Reg1    (w1 [15]),
    .Reg2    (w2 [15]),
    .Reg3    (w3 [15]),
    .Reg4    (w4 [15]),
    .Reg5    (w5 [15]),
    .Reg6    (w6 [15]),
    .Reg7    (w7 [15]),
    .S       (S),
    .Out     (Out[15])
    );
endmodule
module nand2 (in1,in2,out);
input in1,in2;
output out;
assign out = ~(in1 & in2);
endmodule
module not1 (in1,out);
input in1;
output out;
assign out = ~in1;
endmodule
module register_16(writeData, We, clk, rst, readData);
    input [15:0] writeData;
    input We;
    input clk;
    input rst;
    output [15:0] readData;
    wire [15:0] readWire;
    reg [15:0] writeReg;
    reg writeReg0, writeReg1, writeReg2, writeReg3, writeReg4, writeReg5;
    reg writeReg6, writeReg7, writeReg8, writeReg9, writeReg10, writeReg11;
    reg writeReg12, writeReg13, writeReg14, writeReg15;
    always @ (*) begin
        case(We)
            1'b0: begin
                writeReg0 = readWire[0];
                writeReg1 = readWire[1];
                writeReg2 = readWire[2];
                writeReg3 = readWire[3];
                writeReg4 = readWire[4];
                writeReg5 = readWire[5];
                writeReg6 = readWire[6];
                writeReg7 = readWire[7];
                writeReg8 = readWire[8];
                writeReg9 = readWire[9];
                writeReg10 = readWire[10];
                writeReg11 = readWire[11];
                writeReg12 = readWire[12];
                writeReg13 = readWire[13];
                writeReg14 = readWire[14];
                writeReg15 = readWire[15];
            end
            1'b1: begin
                writeReg0 = writeData[0];
                writeReg1 = writeData[1];
                writeReg2 = writeData[2];
                writeReg3 = writeData[3];
                writeReg4 = writeData[4];
                writeReg5 = writeData[5];
                writeReg6 = writeData[6];
                writeReg7 = writeData[7];
                writeReg8 = writeData[8];
                writeReg9 = writeData[9];
                writeReg10 = writeData[10];
                writeReg11 = writeData[11];
                writeReg12 = writeData[12];
                writeReg13 = writeData[13];
                writeReg14 = writeData[14];
                writeReg15 = writeData[15];
            end
        endcase
    end
    dff dff0(
        .q      (readWire[0]),
        .d      (writeReg0),
        .clk    (clk),
        .rst    (rst)
    );
    dff dff1(
        .q      (readWire[1]),
        .d      (writeReg1),
        .clk    (clk),
        .rst    (rst)
    );
    dff dff2(
        .q      (readWire[2]),
        .d      (writeReg2),
        .clk    (clk),
        .rst    (rst)
    );
    dff dff3(
        .q      (readWire[3]),
        .d      (writeReg3),
        .clk    (clk),
        .rst    (rst)
    );
    dff dff4(
        .q      (readWire[4]),
        .d      (writeReg4),
        .clk    (clk),
        .rst    (rst)
    );
    dff dff5(
        .q      (readWire[5]),
        .d      (writeReg5),
        .clk    (clk),
        .rst    (rst)
    );
    dff dff6(
        .q      (readWire[6]),
        .d      (writeReg6),
        .clk    (clk),
        .rst    (rst)
    );
    dff dff7(
        .q      (readWire[7]),
        .d      (writeReg7),
        .clk    (clk),
        .rst    (rst)
    );
    dff dff8(
        .q      (readWire[8]),
        .d      (writeReg8),
        .clk    (clk),
        .rst    (rst)
    );
    dff dff9(
        .q      (readWire[9]),
        .d      (writeReg9),
        .clk    (clk),
        .rst    (rst)
    );
    dff dff10(
        .q      (readWire[10]),
        .d      (writeReg10),
        .clk    (clk),
        .rst    (rst)
    );
    dff dff11(
        .q      (readWire[11]),
        .d      (writeReg11),
        .clk    (clk),
        .rst    (rst)
    );
    dff dff12(
        .q      (readWire[12]),
        .d      (writeReg12),
        .clk    (clk),
        .rst    (rst)
    );
    dff dff13(
        .q      (readWire[13]),
        .d      (writeReg13),
        .clk    (clk),
        .rst    (rst)
    );
    dff dff14(
        .q      (readWire[14]),
        .d      (writeReg14),
        .clk    (clk),
        .rst    (rst)
    );
    dff dff15(
        .q      (readWire[15]),
        .d      (writeReg15),
        .clk    (clk),
        .rst    (rst)
    );
    assign readData[0] = readWire[0];
    assign readData[1] = readWire[1];
    assign readData[2] = readWire[2];
    assign readData[3] = readWire[3];
    assign readData[4] = readWire[4];
    assign readData[5] = readWire[5];
    assign readData[6] = readWire[6];
    assign readData[7] = readWire[7];
    assign readData[8] = readWire[8];
    assign readData[9] = readWire[9];
    assign readData[10] = readWire[10];
    assign readData[11] = readWire[11];
    assign readData[12] = readWire[12];
    assign readData[13] = readWire[13];
    assign readData[14] = readWire[14];
    assign readData[15] = readWire[15];
endmodule
module rf (
           read1data, read2data, err,
           clk, rst, read1regsel, read2regsel, writeregsel, writedata, write
           );
   input clk, rst;
   input [2:0] read1regsel;
   input [2:0] read2regsel;
   input [2:0] writeregsel;
   input [15:0] writedata;
   input        write;
   output [15:0] read1data;
   output [15:0] read2data;
   output        err;
    wire [15:0] w0, w1, w2, w3, w4, w5, w6, w7;
    wire [7:0] decodeWire;
    wire [7:0] loadWire;
    decoder d0(
    .Addr   (writeregsel),
    .We     (write),
    .Out    (decodeWire)
    );
    and2 we0(
    .inA    (write),
    .inB    (decodeWire[0]),
    .Out    (loadWire[0])
    );
    and2 we1(
    .inA    (write),
    .inB    (decodeWire[1]),
    .Out    (loadWire[1])
    );
    and2 we2(
    .inA    (write),
    .inB    (decodeWire[2]),
    .Out    (loadWire[2])
    );
    and2 we3(
    .inA    (write),
    .inB    (decodeWire[3]),
    .Out    (loadWire[3])
    );
    and2 we4(
    .inA    (write),
    .inB    (decodeWire[4]),
    .Out    (loadWire[4])
    );
    and2 we5(
    .inA    (write),
    .inB    (decodeWire[5]),
    .Out    (loadWire[5])
    );
    and2 we6(
    .inA    (write),
    .inB    (decodeWire[6]),
    .Out    (loadWire[6])
    );
    and2 we7(
    .inA    (write),
    .inB    (decodeWire[7]),
    .Out    (loadWire[7])
    );
    register_16 reg0(
    .writeData      (writedata), 
    .We             (loadWire[0]), 
    .clk            (clk), 
    .rst            (rst), 
    .readData       (w0)
    );
    register_16 reg1(
    .writeData      (writedata), 
    .We             (loadWire[1]), 
    .clk            (clk), 
    .rst            (rst), 
    .readData       (w1)
    );
    register_16 reg2(
    .writeData      (writedata), 
    .We             (loadWire[2]), 
    .clk            (clk), 
    .rst            (rst), 
    .readData       (w2)
    );
    register_16 reg3(
    .writeData      (writedata), 
    .We             (loadWire[3]), 
    .clk            (clk), 
    .rst            (rst), 
    .readData       (w3)
    );
    register_16 reg4(
    .writeData      (writedata), 
    .We             (loadWire[4]), 
    .clk            (clk), 
    .rst            (rst), 
    .readData       (w4)
    );
    register_16 reg5(
    .writeData      (writedata), 
    .We             (loadWire[5]), 
    .clk            (clk), 
    .rst            (rst), 
    .readData       (w5)
    );
    register_16 reg6(
    .writeData      (writedata), 
    .We             (loadWire[6]), 
    .clk            (clk), 
    .rst            (rst), 
    .readData       (w6)
    );
    register_16 reg7(
    .writeData      (writedata), 
    .We             (loadWire[7]), 
    .clk            (clk), 
    .rst            (rst), 
    .readData       (w7)
    );
    multiplexer_8to1bitwise mux1(
    .w0      (w0),
    .w1      (w1),
    .w2      (w2),
    .w3      (w3),
    .w4      (w4),
    .w5      (w5),
    .w6      (w6),
    .w7      (w7),
    .S       (read1regsel),
    .Out     (read1data)
    );
    multiplexer_8to1bitwise mux2(
    .w0      (w0),
    .w1      (w1),
    .w2      (w2),
    .w3      (w3),
    .w4      (w4),
    .w5      (w5),
    .w6      (w6),
    .w7      (w7),
    .S       (read2regsel),
    .Out     (read2data)
    );
endmodule

===== ./run.sh =====
#!/bin/bash
# OpenROAD 26Q1-2900-gdf79404cd8, Yosys 0.63+post, stock flow scripts
make -C /OpenROAD-flow-scripts/flow DESIGN_CONFIG=/design/flow/config.mk WORK_HOME=/design/flow/orfs finish

==> out/results.ini <==
[status]
status = completed

[pwr]
power_mw = 2.90
p_seq_share_pct = 43.4
intPower_mw = 2.23
p_clk_share_pct = 47.4
powerDensity_nw_per_um2 = 372
leakagePower_nw = 2.80
p_switching_mw = 0.663
comb_power_share_pct = 9.1
max-vdd-ir-drop_v = 0.000292
switching_share_pct = 22.9

[sta]
worst_pin_slew_ns = 0.871
relSlewSlack_pct = 41.9
finalCritPeriodShare_pct = 84.2
setup_viol = 0
fin_tns_setup_ns = 0
slew_viol_final = 0
rsz0062_at_grt = no
finalHoldViolations = 0
post-route-min-period_ns = 3.54
max_freq_mhz = 283
finClkSkew_ns = 0

[clock_tree]
clk_path_buf_depth = 2
postCtsHoldBufs = 0
htreeDepth = 4
cts_setup_buffers = 0
cts_sinks = 128
clk_latency_ns = 0.41
clk_pin_slew_ns = 0.05
cts-root-buf = clkbuf_16
cts.repair.resized = 0
cts_buffers = 17
cts_tree = built

[synth]
synthTopLogicFamily = multiplexers
ys_cells = 739
synthArstFlopShare_pct = 0
yosysWarnings = 3
syn_area_um2 = 7000
fa_ha_area_share_pct = 0
ys_types = 23
yosysChipArea_um2 = 7000
synth_compound_gate_area_share_pct = 9.15
xor_share_pct = 0
synthSimpleGateAreaFrac_pct = 16.2
edf_count = 0
syn_avg_cell_area_um2 = 9.47
synthFlopType = dfxtp_1
syn-instance-count = 739
yosys-mux-area-fraction_pct = 27.4
synth_seq_share_pct = 36.6
numSynthFlops = 128

[critical_path]
worstPathMaxFanout = 22
crit_family = buffers and inverters
path_cells = buf_2, buf_12, mux4_1, mux2_2, clkdlybuf4s50_1
cp-end-kind = output port
critPathBufInv = 3
critPathMaxStageDelay_ns = 0.58
arrival_ns = 2.70
cp.required_ns = 3.36
worstSetupPathType = in -> out
slowest_stage = mux4_1
crit_path_start_kind = primary input

[final_layout]
layout.cells.most_common = nand2_1
final_util_pct = 57.9
n_fill_cell = 1106
syn2layout_area_growth_pct = 11.3
drive_gt1_share_pct = 16.2
final_area_um2 = 7790
lay_top_cells = nand2_1, a21oi_1, dfxtp_1
final-seq-area_um2 = 2560
layout.area.comb_um2 = 3700

[placement]
placedInstanceArea_um2 = 7240
port-buffer-count = 59
dp_hpwl_um = 10100
routabilityCongestion = 0.764

[floorplanning]
die_width_um = 120
coreArea_um2 = 13500
die_y_um = 120
initCoreUtil_pct = 52.0
chipArea_um2 = 14500
fp-row-count = 42
io_pins = 61

[detailed_routing]
ant_nets = 0
routed_via_density = 5.86
first_pass_iters = 5
vias = 5340
wirelength_um = 18100
met2_length_um = 8370
highest_layer = met4
drt_iter0_drc = 493
met3_length_um = 1620
wl_per_cell_um = 19.9
drt-met1-wl_um = 7840
post-route-drc-count = 0

[global_route]
grt_pass1_vias = 5068
grt_pass1_wl_um = 28300
gr-total-overflow = 0
grt.total_usage_pct = 27.5
antenna_found_initial = 1
grt_max_degree = 82

[job]
openroad.warnings = 25
maxCapViolations = 0

[worst_hold_path]
min_path_type = reg -> reg

worst reg2reg max path, cell delays in order (launching register included):
cell and delay [ns]:
dfxtp_1 0.35, nand2_1 0.07, a21oi_1 0.18
stage by stage:
step / instances / worst slack, ns / hold slack [ns]
global route: 911 / 0.590 / 0.483
CTS: 910 / 0.643 / 0.463
global placement: 878 / 0.658 / 0.447
finish: 911 / 0.662 / 0.463
floorplan: 739 / 1.33 / 0.440
detailed placement: 878 / 0.647 / 0.456
path summary, 6_finish.rpt:
kind / from / to / slack [ns] / depth (start not counted)
hold reg to reg: reg5.dff9.state / reg5.dff9.state / 0.46 / 2
setup / recovery: read2regsel[0] / read2data[7] / 0.66 / 5
setup reg to reg: reg0.dff10.state / reg0.dff10.state / 3.52 / 2
hold / removal: reg5.dff9.state / reg5.dff9.state / 0.46 / 2
cell usage after synthesis (2+ instances only):
master,count,area [um2]
a21oi_1,128,641
and4b_1,3,30.0
and4bb_2,3,37.5
buf_1,2,7.51
buf_12,2,40.0
buf_2,32,160
buf_4,46,345
buf_6,7,78.8
clkbuf_1,23,86.3
dfxtp_1,128,2560
mux2_2,32,360
mux4_1,31,815
mux4_2,33,743
nand2_1,256,961
nand4b_1,3,26.3
nand4bb_1,3,33.8
area by class of cell:
cell class                      instances  share of cell area (%)
Multi-Input combinational cell        497                    47.5
Timing Repair Buffer                   77                    9.67
Clock buffer                           26                    6.41
Tap cell                              176                    2.83
Antenna cell                            1                  0.0321
Sequential cell                       128                    32.9
Clock inverter                          6                   0.706
cells by family (layout without fill, tap and decap cells):
logic type / Yosys count / count (layout)
AOI/OAI and AO/OA: 128 / 128
buffers and inverters: 114 / 109
DFF: 128 / 128
muxes: 96 / 96
other: 1 / 2
and+or+nand+nor: 272 / 272
routing by layer:
metal / track usage [%] / up-vias
met5: 0 / -
met3: 7.80 / 23
met4: 4.24 / 0
met2: 40.8 / 216
li1: - / 2515
met1: 43.0 / 2586
power groups by stage:
| stage | Clock (mW) | Combinational, mW | Sequential, mW |
|---|---|---|---|
| after CTS | 1.39 | 0.265 | 1.26 |
| final | 1.37 | 0.264 | 1.26 |
| after global routing | 1.45 | 0.283 | 1.26 |
Power is estimated from default activity; no workload was simulated.
